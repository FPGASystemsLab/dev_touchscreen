<file path="design/flow/design.v">
`default_nettype none
`timescale 1 ns / 1 ps
module touchscreen_iface
(
input wire              CLK,
input wire              RST,
input  wire             TS_STB,      
output wire             TS_ACK,
input  wire [11:0]      TS_DAT_X,
input  wire [11:0]      TS_DAT_Y,
output wire             O_STB,
input  wire             O_ACK,
output wire [31:0]      O_DAT        
);
reg             ts_ack_;
reg             o_stb_;
reg  [31:0]     o_dat_;
always @(negedge CLK or posedge RST)
    if(RST)         ts_ack_ <= 0;
    else            ts_ack_ <= TS_STB;
assign TS_ACK = ts_ack_;
always @(posedge CLK or posedge RST)
    if(RST)                     o_stb_ <= 0;
    else if(         TS_STB)    o_stb_ <= 1;
    else if( o_stb_ & O_ACK)    o_stb_ <= 0;
always @(posedge CLK or posedge RST)
    if(RST)                     o_dat_ <= 0;
    else if(TS_STB)             o_dat_ <= {4'd8, TS_DAT_X, 4'd0, TS_DAT_Y};
assign O_STB = o_stb_;
assign O_DAT = o_dat_;
endmodule
</file>
<file path="design/flow/run.sh">
#!/bin/bash
# OpenROAD 26Q1-2900-gdf79404cd8, Yosys 0.63+post, stock flow scripts
make -C /OpenROAD-flow-scripts/flow DESIGN_CONFIG=/design/flow/config.mk WORK_HOME=/design/flow/orfs finish
</file>
<file path="design/flow/config.mk">
export PLATFORM = sky130hd
export DESIGN_NAME = touchscreen_iface
export DESIGN_NICKNAME = touchscreen_iface
export VERILOG_FILES = /design/flow/design.v
export SDC_FILE = /design/flow/constraint.sdc
export NUM_CORES = 4
export LEC_CHECK = 1
export CORE_AREA = 10 10 114 114
export DIE_AREA = 0 0 124 124
</file>
<file path="design/flow/constraint.sdc">
current_design touchscreen_iface

set clk_period 1.5
set clk_io_pct 0.2

create_clock -name clk0 -period $clk_period [get_ports {CLK}]

set non_clock_inputs [all_inputs -no_clocks]
set_input_delay [expr $clk_period * $clk_io_pct] -clock clk0 $non_clock_inputs
set_output_delay [expr $clk_period * $clk_io_pct] -clock clk0 [all_outputs]
</file>
==> results.ini <==
[status]
run_status = finished with violations
violations = setup timing

[routing]
diodes = 0
post_drt_via_cell_ratio = 2.70
drt-total-wl_um = 2930
vias = 697
ant_nets = 0
drtIter0Drc = 0
wire_per_inst_um = 11.3
first_pass_iters = 1
drc = 0

[clock_network]
cts_buffer_depth = 2
cts-root-buf = clkbuf_8
cts_tree = built
cts.sinks = 27
h-tree-depth = 1
numCtsBuffers = 3
postCtsResizedCells = 3
cts.clk_slew.worst_paths_ns = 0.11
post_cts_buffers = 0
ctsHoldBuffers = 0
clock.latency.late_pin_ns = 0.28

[synth]
top_area_cell = dfrtp_1
topCellsByArea = dfrtp_1, mux2_4, mux2_2
synth_top_area_share = 0.570
ys_cells = 66
top_cell = dfrtp_1
synth-edff-count = 0
synth_area_per_cell_um2 = 17.3
yosys_warnings = 1
async_flop_share = 1.00
synthCells = 66
yosysChipArea_mm2 = 0.00114
common_cells = dfrtp_1, mux2_4, buf_4
synth_cell_types = 11
synth-main-ff-cell = dfrtp_1
synthesis.area_mm2 = 0.00114
ys.flops = 27
ys_seq_share = 0.591

[sta]
setup_viol = 1
rsz0062_at_grt = yes
setup_ws_ns = -0.305
slew_violations = 0
whs_ns = 0.475
fin_setup_tns_ns = -0.305
fin_worst_skew_ns = 0
final_hold_viol_count = 0

[global_route]
grt_overflow_total = 0
grt_pass1_vias = 787
grt_max_degree = 27
grt_pass1_wl_um = 4310
grt_use_total = 0.0360
antenna_found_initial = 0

[placed_design]
dp_hpwl_um = 2120
portBuffers = 54
routabilityCongestion = 0.708
placed_area_mm2 = 0.00179
dpl_worst_slack_ns = -0.386

[power]
power_density_mw_per_mm2 = 870
p_leak_nw = 0.783
max-vdd-ir-drop_mv = 0.279
finalPower_w = 0.00159

[cells_and_area]
fillers = 1137
combGateArea_um2 = 378
seq_area_um2 = 676
stdcell_area_mm2 = 0.00183
area_delta_synth_final_pct = 60.4
layout-drive-gt1-share = 0.279

[die]
fp-utilization = 0.110
fp.dieH_um = 124
fp.dieArea_mm2 = 0.0154
coreArea_mm2 = 0.0104
die_w_um = 124
io_pins = 62
row_count = 37

[worst_setup_path]
cpPeakStageDelay_ns = 0.38
critPathSlowestCell = dfrtn_1
arrival_ns = 1.51
critPathRequiredTime_ns = 1.20
path_cells = buf_2
critical-path-top-delay-family = flip-flops
path_buffers = 1
path_max_fanout = 1
end_kind = output pin
start_kind = flop
critical_path_class = reg2out

[flow_run]
warning_count = 27
cap_violations = 0

[worst_hold_path]
hold_class = in2async

==> power by group <==
group / total, W / internal, W / switching, W
sequential: 0.000828 / 0.000795 / 0.0000332
combinational: 0.000329 / 0.000255 / 0.0000740
clock: 0.000435 / 0.000186 / 0.000249
total: 0.00159 / 0.00124 / 0.000356
==> layout make-up <==
| class | instances | area share |
|---|---|---|
| clock inverter | 1 | 0.00273 |
| timing repair buffer | 56 | 0.301 |
| multi-input combinational | 33 | 0.206 |
| sequential | 27 | 0.369 |
| clock buffer | 3 | 0.0225 |
| tap | 136 | 0.0929 |
| inverter | 2 | 0.00615 |
==> worst paths after layout <==
path | slack (ns) | cells past startpoint | to | from
worst max-delay path | -0.31 | 1 | TS_ACK | ts_ack_
worst min-delay path | 0.48 | 3 | o_dat_[5] | RST
worst max register to register | 0.73 | 1 | o_dat_[1] | o_dat_[1]
worst min register to register | 0.48 | 1 | o_dat_[31] | o_dat_[31]
max in group asynchronous | 0.53 | 2 | ts_ack_ | RST
min in group clk0 | 0.48 | 1 | o_dat_[31] | o_dat_[31]
==> cell usage in the layout (no fill, tap or decap) <==
master,count
clkinv_2,1
dlymetal6s2s_1,2
inv_1,1
clkbuf_8,3
clkinvlp_4,1
clkdlybuf4s50_1,50
buf_4,2
a21o_1,1
dfrtp_1,26
mux2_2,6
or2_2,1
buf_2,2
mux2_4,18
conb_1,7
dfrtn_1,1
==> sequential cells by signal (all words and copies together) (netlist names) <==
name and count:
o_stb_ 1, o_dat_ 25, ts_ack_ 1
==> layer usage <==
metal	global-route usage	up-vias	part of all wire
met2	0.0517	32	0.44
met1	0.0504	348	0.43
met5	0	-	0
met4	0.00360	0	0.0041
li1	-	315	-
met3	0.0170	2	0.13
==> per-stage QoR <==
step | utilization | std cells
after global routing | 0.176 | 258
after global placement | 0.171 | 254
after CTS | 0.175 | 258
after floorplan | - | 72
final | 0.176 | 258
after detailed placement | 0.171 | 254
==> kinds of logic after synthesis <==
| logic type | synth area share |
|---|---|
| buf+inv | 0.0975 |
| compound gates | 0.00657 |
| other cells | 0.00328 |
| flops | 0.591 |
| simple gates | 0.00548 |
| mux | 0.296 |
Power and IR drop assume default switching activity.
